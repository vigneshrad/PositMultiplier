$ cat run.sh
#!/bin/bash
# OpenROAD 26Q1-2900-gdf79404cd8, Yosys 0.63+post, stock flow scripts
make -C /OpenROAD-flow-scripts/flow DESIGN_CONFIG=/design/flow/config.mk WORK_HOME=/design/flow/orfs finish
$ cat config.mk
export PLATFORM = sky130hd
export DESIGN_NAME = positMul
export DESIGN_NICKNAME = positMul
export VERILOG_FILES = /design/flow/design.v
export SDC_FILE = /design/flow/constraint.sdc
export NUM_CORES = 4
export LEC_CHECK = 1
export CORE_UTILIZATION = 50
export SYNTH_HDL_FRONTEND = slang
$ cat constraint.sdc
current_design positMul

set clk_period 13.2
set clk_io_pct 0.2

create_clock -name clk0 -period $clk_period [get_ports {clk}]

set non_clock_inputs [all_inputs -no_clocks]
set_input_delay [expr $clk_period * $clk_io_pct] -clock clk0 $non_clock_inputs
set_output_delay [expr $clk_period * $clk_io_pct] -clock clk0 [all_outputs]
$ cat design.v
module decodePosit #(parameter int ES = 2, N = 8, n = 3)
		(
			input  logic [N-1:0] in,
			output logic sign,
			output logic [n:0] regime,
			output logic [ES-1:0] exp,
			output logic [N-ES-3:0] frac,
			output logic z,
			output logic inf
		);
		logic nzero,rc;
		logic [N-2:0] twos,inv;
		logic [2*N-5:0] tmp;
		logic [n-1:0] zc;
		assign nzero = |in[N-2:0];
		assign sign = in[N-1];
		assign z = ~(sign | nzero);
		assign inf = sign & (~(nzero));
		assign twos = ({(N-1){in[N-1]}} ^ in[N-2:0]) + {{(N-2){1'b0}},sign};
		assign rc = twos[N-2];
		assign inv = {(N-1){rc}} ^ twos;
		lead_detector l1(inv,zc);
		assign tmp = {{(N-2){1'b0}},twos[N-4:0]} << (zc-1);
		assign exp = tmp[(N-4):(N-ES-3)];
		assign frac = {nzero, tmp[(N-ES-4):0]};
		assign regime = rc ? zc-1 : -zc;
endmodule
module lead_detector #(parameter int WIDTH = 8-1, OUTW = 3) (
  input logic[WIDTH - 1:0] in,
  output logic[OUTW - 1:0] out
);
  always_comb begin
    out = '0;
    for (int i = WIDTH - 1; i >= 0; i--)
      if (in[i] == 1'b1) begin
        out = WIDTH - i - 1;
        break;
      end
  end
endmodule
module positMul #(parameter N=8, ES = 2, n = 3)
			(
				input logic [N-1:0] A,
				input logic [N-1:0] B,
				input logic clk,
				input rst_n,
				output logic [N-1:0] P,
				output logic overflow
			);
	reg [N-1:0] p1_A, p1_B;
	always @(posedge clk or negedge rst_n) begin 
		if(~rst_n) begin 
			p1_A <= 'h0;
			p1_B <= 'h0;
		end 
		else begin  
			p1_A <= A;
			p1_B <= B;
		end 
	end 
	logic c_signA, c_signB;
	logic [n:0] c_regA, c_regB;
	logic [ES-1:0] c_expA, c_expB;
	logic [N-ES-3:0] c_fracA, c_fracB;
	logic c_zA, c_zB;
	logic c_infA, c_infB;
	logic signA, signB;
	logic [n:0] regA, regB;
	logic [ES-1:0] expA, expB;
	logic [N-ES-3:0] fracA, fracB;
	logic zA, zB;
	logic infA, infB;
	decodePosit #()
		       d1(
			  .in(p1_A),
			  .sign(c_signA),
			  .regime(c_regA),
			  .exp(c_expA),
			  .frac(c_fracA),
			  .z(c_zA),
			  .inf(c_infA)
			);
	decodePosit #()
		       d2(
			  .in(p1_B),
			  .sign(c_signB),
			  .regime(c_regB),
			  .exp(c_expB),
			  .frac(c_fracB),
			  .z(c_zB),
			  .inf(c_infB)
			);
	always @(posedge clk or negedge rst_n) begin 
		if(~rst_n) begin 
			signA <= 'h0;
			signB <= 'h0;
			regA <= 'h0;
			regB <= 'h0;
			expA <= 'h0;
			expB <= 'h0;
			fracA <= 'h0;
			fracB <= 'h0;
			zA <= 'h0;
			zB <= 'h0;
			infA <= 'h0;
			infB <= 'h0;
		end 
		else begin  
			signA <= c_signA;
			signB <= c_signB;
			regA <= c_regA;
			regB <= c_regB;
			expA <= c_expA;
			expB <= c_expB;
			fracA <= c_fracA;
			fracB <= c_fracB;
			zA <= c_zA;
			zB <= c_zB;
			infA <= c_infA;
			infB <= c_infB;
		end 
	end 
	logic sign, z, inf;
	logic [n+ES:0] sfA, sfB;
	logic [2*(N-ES)-5:0] frac_mul;
	logic [2*(N-ES)-4:0] norm_frac;
	logic [n+ES+2:0] sfmul,sfmult;
	logic sfsign, nzero;
	logic [ES-1:0] exp;
	logic [n:0] regtmp, regime,regf;
	logic ovfreg;
	logic [ES-1:0] expf;
	logic signed [3*N - ES - 5: 0] tmp1, tmp2, tmp;
	logic [n:0] shiftneg, shiftpos;
	logic LSB, G, R, S, round;
	logic [N:0] restmp,Pt;
	logic [N-1:0] P_c;
	assign sign = signA ^ signB;
	assign z = zA | zB;
	assign inf = infA | infB;
	assign sfA = {regA, expA};
	assign sfB = {regB, expB};
	assign frac_mul = fracA * fracB;
	assign ovfm = frac_mul[2*(N-ES)-5];
	assign norm_frac = ovfm ? {1'b0,frac_mul} : {frac_mul,1'b0};
	assign sfmult = {sfA[n+ES],sfA} + {sfB[n+ES],sfB} + {{(n+ES+2){1'b0}},ovfm};
	assign sfmul = {sfmult[n+ES+1],sfmult[n+ES+1:0]};
	assign sfsign = sfmul[n+ES+2];
	assign nzero = |frac_mul;
	assign exp = sfmul[ES-1:0];
	assign regtmp = sfmul[n+ES:ES];
	assign regime = sfsign ? -regtmp : regtmp;
	assign ovfreg = regime[n];
	assign regf = ovfreg ? {1'b0,{n{1'b1}}} : regime;
	assign ovfregf = & regf[n-2:0];
	assign expf = (ovfreg | ovfregf | (~(nzero))) ?  {ES{1'b0}} : exp;
	assign tmp1 = {nzero, 1'b0, expf, norm_frac[2*(N-ES)-6:0], {(N-1){1'b0}}};
	assign tmp2 = {1'b0, nzero , expf, norm_frac[2*(N-ES)-6:0], {(N-1){1'b0}}};
	assign shiftneg = ovfregf ? regf - 2 : regf - 1;
	assign shiftpos = ovfregf ? regf - 1 : regf;
	assign tmp = sfsign ? tmp2 >>> shiftneg : tmp1 >>> shiftpos;
	assign {LSB,G,R} = tmp[3*N-ES-5 - (N-1) : 3*N-ES-5 - (N+1)];
	assign S = |tmp[3*N-ES-5 - (N+2): 0];
	assign round = (ovfreg | ovfregf) ? 0 : (G & (LSB | R | S));
	assign restmp = {1'b0, tmp[3*N-ES-5:3*N-ES-5-(N-1)]+round};
	assign Pt = inf ? {1'b1,{(N-1){1'b0}}} : z ? {N{1'b0}} : sign ? (-restmp) : restmp;
	assign P_c = Pt[N:1];
	always @(posedge clk or negedge rst_n) begin 
		if(~rst_n) begin 
			P <= 'h0;
			overflow <= 'h0;
		end 
		else begin  
			P <= P_c;
			overflow <= inf;
		end 
	end 
endmodule				
==> impl_metrics.yaml <==
# flow metrics
detailed_routing:
  ant_nets: 0
  viasPerCell: 5.718
  drtIter0Drc: 185
  vias: 4100
  antenna_cells: 0
  drc_errors: 0
  wl_um: 10180
  wl_per_cell_um: 14.20
  firstDrtPassIters: 4
timing:
  relSlewSlack: 0.4199
  max_freq_ghz: 0.1074
  period_used_share: 0.7054
  worst_pin_slew_ns: 0.8672
  maxSlewViolCount: 0
  rsz0062_at_grt: "no"
  setup_tns_ns: 0
  finalSetupViolCount: 0
  hold_viol: 0
  period_minus_slack_ns: 9.311
  clock_skew_ns: 0.009671
  setup_ws_ns: 3.889
global_route:
  grt_max_degree: 52
  grt_first_pass_wirelength_um: 17810
  grt_pass1_vias: 3757
  grt_use_total: 0.2239
  antenna_found_initial: 0
  grt_remaining_overflow: 0
critical_path:
  cp_top_family: "adder cells"
  worstPathMaxFanout: 10
  r2r-end: "P[6]"
  endpoint_kind: "flip-flop"
  required_ns: 13.38
  cpPeakStageDelay_ns: 0.60
  worstReg2RegStart: "fracB[3]"
  worstSetupPathType: "flip-flop to flip-flop"
  ff2ff_path_depth: 32
  arrival_ns: 9.49
  cp_slowest_cell: "xnor2_1"
  critPathLaunchType: "flip-flop"
  r2r_slack_ns: 3.89
  path_buffers: 3
final_layout:
  drive_above_1_share: 0.07823
  stdcell_area_um2: 5274
  lay_top_cells: "62 x nor2_1, 51 x dfrtp_1, 49 x nand2_1, 40 x a21oi_1, 32 x xnor2_1"
  utilization: 0.5681
  area_delta_synth_final_pct: 9.140
  layout.cells.most_common: "nor2_1"
job:
  warning_count: 26
  cap_violations: 0
floorplanning:
  die_h_um: 100.3
  die_area_um2: 10060
  fp_util: 0.5205
  coreArea_um2: 9284
  io-pin-count: 27
  rows: 35
  die_x_um: 100.3
placement:
  pre_cts_slack_ns: 3.931
  port_buffers: 26
  dp_hpwl_um: 8090
  place_congestion: 0.9376
  dpl_cell_area_um2: 5156
clocking:
  cts_sinks: 51
  cts.clk_slew.worst_paths_ns: 0.09
  ctsResizeCount: 0
  htreeDepth: 2
  clock_path_buffers: 2
  post_cts_buffers: 0
  cts_hold_buf: 0
  cts_root_buf: "clkbuf_8"
  cts_tree: "done"
  numCtsBuffers: 5
  clk_latency_ns: 0.29
yosys:
  synth_cell_type_count: 91
  ys_cells: 574
  synthTopLogicFamily: "AND-OR/OR-AND gates"
  synth_adder_area_share: 0.09736
  ys_area_um2: 4832
  synth_xor_xnor_area_share: 0.09606
  ys_async_sr_fraction: 1.000
  yosysWarningCount: 0
  mux_share: 0.02563
  synthesis.area_um2: 4832
  synthFlopType: "dfrtp_1"
  aoi_share: 0.2509
  synth-seq-cells: 51
  synth.avg_cell_area_um2: 8.418
  synthCells: 574
  edf_count: 0
  simple_gate_area_frac: 0.2196
  postSynthSeqShare: 0.2641
min_path:
  whs_endpoint: "overflow"
  hold_path_class: "flip-flop to flip-flop"
  min_from: "infB"
  hold_depth: 1
run_status:
  status: "finished clean"
==> routing by layer <==
layer,vias up,part of all wire,track usage
li1,2113,-,-
met1,1879,0.49,0.3528
met2,88,0.45,0.3519
met3,20,0.028,0.01416
met4,0,0.024,0.04682
met5,-,0,0
==> how the worst max path moves through the flow <==
| stage | from | end | depth (start not counted) |
|---|---|---|---|
| finish | fracB[3] | P[6] | 32 |
| global route | fracA[0] | P[6] | 32 |
| CTS | fracB[3] | P[6] | 32 |
==> final cells by class <==
class / instances / area, um^2
tap: 129 / 161.4
multi-input combinational: 471 / 3332
timing repair buffer: 29 / 277.8
inverter: 29 / 108.9
fill: 838 / 4010
clock buffer: 6 / 82.58
sequential: 51 / 1276
clock inverter: 2 / 35.03
==> flip-flops by register name, summed over array words and instances, names as in the netlist, 2 cells and up <==
name	flops
fracA	4
p1_A	8
regA	4
p1_B	8
regB	4
expA	2
P	8
expB	2
fracB	4
==> logic make-up after synthesis <==
kind of cell               after synthesis
and+or+nand+nor                        210
AOI/OAI and AO/OA                      162
xor gates and xnor gates                53
buffers and inverters                   52
DFF                                     51
adders and majority gates               34
muxes                                   12
==> cells in the mapped netlist (all sizes together), types with 4 or more instances <==
cell | n | share of area
o21ai | 22 | 0.027
fa | 6 | 0.025
o221ai | 4 | 0.0085
inv | 29 | 0.023
or2 | 7 | 0.0091
buf | 12 | 0.015
nand2b | 10 | 0.013
and3 | 5 | 0.0065
nand3 | 9 | 0.0093
and2 | 15 | 0.020
o21a | 6 | 0.0093
a2111oi | 4 | 0.012
nor3 | 20 | 0.021
a211oi | 8 | 0.013
nor2 | 62 | 0.048
a21o | 8 | 0.013
xnor2 | 32 | 0.058
xor2 | 21 | 0.038
o31ai | 6 | 0.010
mux2i | 9 | 0.019
or3 | 7 | 0.0091
a22oi | 10 | 0.016
a211o | 4 | 0.0072
nand2 | 49 | 0.038
dfrtp | 51 | 0.26
ha | 28 | 0.073
o211ai | 9 | 0.015
a31oi | 8 | 0.012
a21oi | 41 | 0.043
clkbuf | 11 | 0.0085
==> through the flow <==
stage / hold slack, ns / std cells
final: 0.4753 / 717
after global routing: 0.4818 / 717
after CTS: 0.4789 / 717
after detailed placement: 0.4550 / 709
after global placement: 0.4546 / 709
after floorplan: 0.4307 / 574
